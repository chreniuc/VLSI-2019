[/design/flow/config.mk]
export PLATFORM = sky130hd
export DESIGN_NAME = ram
export DESIGN_NICKNAME = ram
export VERILOG_FILES = /design/flow/design.v
export SDC_FILE = /design/flow/constraint.sdc
export NUM_CORES = 4
export LEC_CHECK = 1
export CORE_UTILIZATION = 40
[/design/flow/design.v]
module ram(A, CLK, OE, WE, DOUT);
input [3:0]A;
input CLK, OE, WE;
inout [3:0]DOUT;
reg[3:0] memorie[15:0];
reg[3:0] data_Read;
assign DOUT = data_Read;
always@(posedge CLK) begin
  if(OE == 0)
    data_Read=4'bz;  
  else
  begin
    if(WE == 0)
      data_Read=memorie[A];
    else
      begin
       data_Read=4'bz;
       memorie[A]=DOUT;
      end
  end
end
endmodule
module ram_test();
wire [3:0]DOUT;
reg [3:0]A;
reg CLK, OE,WE;
reg [3:0]data_write;
integer i;
assign DOUT=data_write;
always #5 CLK=~CLK;
initial begin
  data_write=0;
  WE=1;
  OE=1;
  CLK=0;
  A=0;
 for(i=0;i<16;i=i+1) begin
  #20 A = i;
  data_write = i;
 end 
 WE=0;
 data_write = 4'bz;
 for(i=0;i<16;i=i+1) begin
   #20 A = i;
  end
end
ram ram_component(A, CLK, OE, WE, DOUT);
endmodule
[/design/flow/run.sh]
#!/bin/bash
# OpenROAD 26Q1-2900-gdf79404cd8, Yosys 0.63+post, stock flow scripts
make -C /OpenROAD-flow-scripts/flow DESIGN_CONFIG=/design/flow/config.mk WORK_HOME=/design/flow/orfs finish
[/design/flow/constraint.sdc]
current_design ram

set clk_period 2.4
set clk_io_pct 0.2

create_clock -name clk0 -period $clk_period [get_ports {CLK}]

set non_clock_inputs [all_inputs -no_clocks]
set_input_delay [expr $clk_period * $clk_io_pct] -clock clk0 $non_clock_inputs
set_output_delay [expr $clk_period * $clk_io_pct] -clock clk0 [all_outputs]
==> results.sh <==
# implementation run metrics
export IMPL_outcome="complete, no violations"
export IMPL_first_iter_violations=98
export IMPL_path_max_fanout=5
export IMPL_cp_arrival_ns=1.85
export IMPL_combPwrFrac=0.044
export IMPL_diodes=0
export IMPL_route_detailed_drc=0
export IMPL_p_sw_mw=0.4478
export IMPL_io_pins=11
export IMPL_grt_met1_usage=0.2400
export IMPL_setup_tns_ns=0
export IMPL_grt_pass1_vias=1289
export IMPL_die_area_sq_um=6855
export IMPL_gr_total_overflow=0
export IMPL_grt_use_met2=0.2344
export IMPL_synth_area_yosys_sq_um=2611
export IMPL_drtAntennaViolNets=0
export IMPL_insertion_delay_ns=0.32
export IMPL_avgSynthCellArea_sq_um=19.63
export IMPL_ys_cells=133
export IMPL_row_count=29
export IMPL_design_core_area_sq_um=6314
export IMPL_cts_tree="done"
export IMPL_dp_hpwl_mm=3.022
export IMPL_cp_start_kind="input port"
export IMPL_die_x_um=82.80
export IMPL_vias=1238
export IMPL_syn_inst=133
export IMPL_min_path_type="in -> reg"
export IMPL_min_period_over_period=0.7792
export IMPL_cts_path_max_buffers=2
export IMPL_skew_ns=0.007247
export IMPL_antenna_found_initial=0
export IMPL_ys_seq_share=0.7667
export IMPL_endpoint_kind="flop"
export IMPL_powerDensity_nw_per_um2=770.4
export IMPL_post_cts_setup_buffers=0
export IMPL_post_drt_via_cell_ratio=5.291
export IMPL_cts_buffers=9
export IMPL_port_buffers=6
export IMPL_root_buffer="clkbuf_8"
export IMPL_switching_share=0.1944
export IMPL_clock_sinks=68
export IMPL_cts_resized=0
export IMPL_cts_hold_buf=0
export IMPL_htreeDepth=3
export IMPL_warnings=89
export IMPL_drv_cap=0
export IMPL_ys_types=16
export IMPL_ir_worst_vdd_uv=729.1
export IMPL_fp_util=0.4136
export IMPL_period_needed_ns=1.870
export IMPL_finalPower_mw=2.303
export IMPL_fmax_mhz=534.8
export IMPL_rsz0062_at_grt="false"
export IMPL_hold_depth=0
export IMPL_path_class="in -> reg"
export IMPL_postLayoutCellArea_sq_um=2989
export IMPL_power_internal_mw=1.855
export IMPL_gr_max_usage_layer="met1"
export IMPL_fin_util=0.4734
export IMPL_crit_required_ns=2.38
export IMPL_hold_viol=0
export IMPL_ys_ff=68
export IMPL_synth_area_sq_um=2611
export IMPL_hold_ws_ns=0.4045
export IMPL_wirelength_mm=4.410
export IMPL_grtUsageMet3=0.06763
export IMPL_dr_pass1_iters=4
export IMPL_wl_per_cell_um=18.85
export IMPL_seq_power_share=0.596
export IMPL_dpl_instance_area_sq_um=2815
export IMPL_grt_max_degree=21
export IMPL_die_h_um=82.80
export IMPL_leakage_nw=0.9480
export IMPL_r2r_cells=3
export IMPL_routabilityCongestion=0.8063
export IMPL_setup_viol=0
export IMPL_grt_pass1_wl_mm=6.803
export IMPL_pwr_share_clk=0.361
export IMPL_syn_to_final_growth_pct=14.47
export IMPL_drive_gt1_frac=0.2293
export IMPL_grt_total_usage=0.1583
export IMPL_tightest_slew_ns=0.6209
export IMPL_reg2reg_slack_ns=1.12
export IMPL_slew_headroom=0.5855
export IMPL_final_max_slew_violation_count=0
export IMPL_clkTransAtPathRegs_ns=0.06
export IMPL_ys_warn_count=4
==> layout make-up <==
type                            instances  area [sq um]
Tap cell                               77         96.34
Timing Repair Buffer                   15         140.1
Multi-Input combinational cell         59         576.8
Fill cell                             550          3324
Clock buffer                           12         135.1
Sequential cell                        68          2002
Clock inverter                          3         38.79
==> cells in the mapped netlist, drive strengths merged <==
library cell | count | area share
clkbuf | 3 | 0.0043
nand4 | 1 | 0.0024
mux4 | 16 | 0.14
nor2b | 2 | 0.0048
nand2b | 2 | 0.0048
nand3 | 8 | 0.015
nor3 | 4 | 0.0077
nand2 | 6 | 0.0086
or3 | 1 | 0.0024
edfxtp | 64 | 0.74
dfxtp | 4 | 0.031
buf | 3 | 0.0081
nand4b | 2 | 0.0067
a22oi | 4 | 0.012
nor2 | 13 | 0.019
==> worst max-delay path: stages <==
cell	delay, ns
clkdlybuf4s50_1	0.49
buf_4	0.20
nand4b_1	0.27
nor2_1	0.40
==> routing by layer <==
metal	wire (um)	up-vias
met5	0	-
met4	51	0
met3	179	5
met2	2229	29
met1	1949	628
li1	-	576
==> per-stage QoR <==
| step | setup WS, ns | std cells |
|---|---|---|
| 6_report | 0.5300 | 234 |
| 5_1_grt | 0.4683 | 234 |
| 4_1_cts | 0.5491 | 234 |
| 3_5_place_dp | 0.1742 | 219 |
| 3_3_place_gp | 0.2114 | 219 |
| 2_1_floorplan | 0.6266 | 133 |
==> final timing paths <==
kind                 start        endpoint
max reg2reg  memorie[2][1]         DOUT[1]
min                DOUT[3]   memorie[2][3]
max                   A[1]  memorie[13][1]
min reg2reg  memorie[8][1]         DOUT[1]
==> sequential cells by signal, summed over array words and instances (netlist names) <==
signal / count
memorie: 64
DOUT: 4
==> kinds of logic (layout without fill, tap and decap cells) <==
group / Yosys count / in the layout / share of synthesized area
flip-flops: 68 / 68 / 0.7667
AND-OR/OR-AND: 4 / 4 / 0.01150
multiplexers: 16 / 16 / 0.1380
buffers and inverters: 6 / 30 / 0.01246
AND/OR/NAND/NOR: 39 / 39 / 0.07140
==> cell usage in the layout, fill, tap and decap left out <==
| master | synthesis | routed |
|---|---|---|
| a22oi_1 | 4 | 4 |
| buf_12 | 0 | 1 |
| buf_4 | 0 | 8 |
| bufinv_16 | 0 | 1 |
| clkbuf_1 | 3 | 3 |
| clkbuf_8 | 0 | 9 |
| clkdlybuf4s50_1 | 0 | 6 |
| clkinv_1 | 0 | 1 |
| clkinv_2 | 0 | 1 |
| dfxtp_1 | 4 | 4 |
| edfxtp_1 | 64 | 64 |
| mux4_2 | 16 | 16 |
| nand2_1 | 6 | 6 |
| nand2b_1 | 2 | 2 |
| nand3_1 | 8 | 8 |
| nand4_1 | 1 | 1 |
| nand4b_1 | 2 | 2 |
| nor2_1 | 13 | 13 |
| nor2b_1 | 2 | 2 |
| nor3_1 | 4 | 4 |
| or3_1 | 1 | 1 |
==> power groups by stage <==
stage	sequential [mW]	combinational [mW]	clock (mW)
4_1_cts	1.37	0.101	0.845
5_1_grt	1.38	0.109	0.898
6_report	1.37	0.101	0.831
Power is estimated from default activity; no workload was simulated.
