**flow/constraint.sdc**
```tcl
current_design NBCD_exces_3

set clk_period 3.1
set clk_io_pct 0.2

create_clock -name clk0 -period $clk_period

set non_clock_inputs [all_inputs -no_clocks]
set_input_delay [expr $clk_period * $clk_io_pct] -clock clk0 $non_clock_inputs
set_output_delay [expr $clk_period * $clk_io_pct] -clock clk0 [all_outputs]
```
**flow/design.v**
```verilog
module sum4(A, B, Cin, S, Cout);
input [3:0] A;
input [3:0] B;
input Cin;
output reg [3:0]S;
output reg Cout;
always @(A or B or Cin)
begin
  if(A+B+Cin <=15)
  begin
    Cout=0;
    S=A+B+Cin;
  end
  else
  begin
   Cout=1;
   S=A+B+Cin;
  end
end
endmodule
module test_sum4();
reg [3:0] A;
reg [3:0] B;
reg Cin;
wire [3:0] S;
wire Cout;
initial begin
 A=1;
 B=3;
 Cin=0;
 #10 Cin=1;
 #10 A=14;
end
sum4 sumator_test_4(A,B,Cin, S,Cout);
endmodule
module comparator4(A,B, mic, egal, mare);
input [3:0] A;
input [3:0] B;
output reg mic;
output reg egal;
output reg mare;
always @(A or B)
begin
  if(A>B)
    {mic, egal, mare}=3'b001;
  else if(A==B)
    {mic, egal, mare}=3'b010;
  else
    {mic, egal, mare}=3'b100;
end
endmodule
module comparator4_test();
reg [3:0] A;
reg [3:0] B;
wire mic;
wire egal;
wire mare;
initial begin
  A=0;
  B=0;
  #10 A=1;
  #10 B=3;
end
comparator4 comparator4_testing(A,B,mic,egal,mare);
endmodule
module NBCD_exces_3(N, VCC, GND, Cout, Y, egal, mare);
input [3:0] N;
input VCC;
input GND;
output Cout;
output [3:0] Y;
output egal;
output mare;
wire [3:0] S;
wire mic;
comparator4 comparator(N, {VCC,GND,VCC,GND}, mic, egal, mare);
sum4 sumator(N, {GND, GND,VCC,VCC}, GND, S, Cout);
and p1(Y[0], S[0], mic);
and p2(Y[1], S[1], mic);
and p3(Y[2], S[2], mic);
and p4(Y[3], S[3], mic);
endmodule
module NBCD_exces_3_test();
reg [3:0] N;
reg VCC;
reg GND;
wire Cout;
wire [3:0] Y;
wire egal;
wire mare;
integer i;
initial begin
  VCC=1;
  GND=0;
  N=0;
  for(i=0; i<=15; i=i+1)
   #10 N=i;
end
NBCD_exces_3 NBCD_exces_3_instance(N, VCC, GND, Cout, Y, egal, mare);
endmodule
```
**flow/config.mk**
```make
export PLATFORM = sky130hd
export DESIGN_NAME = NBCD_exces_3
export DESIGN_NICKNAME = NBCD_exces_3
export VERILOG_FILES = /design/flow/design.v
export SDC_FILE = /design/flow/constraint.sdc
export NUM_CORES = 4
export LEC_CHECK = 1
export CORE_AREA = 10 10 70 70
export DIE_AREA = 0 0 80 80
```
**flow/run.sh**
```bash
#!/bin/bash
# OpenROAD 26Q1-2900-gdf79404cd8, Yosys 0.63+post, stock flow scripts
make -C /OpenROAD-flow-scripts/flow DESIGN_CONFIG=/design/flow/config.mk WORK_HOME=/design/flow/orfs finish
```
==> run notes <==
Entry: Yosys synthesis followed by OpenROAD place and route.

Run status:
- The flow ran to the end, and the final reports show no timing, DRC or antenna violations.

Finish:
- The run puts the number of fillers in the final layout at 375.
- The run gives the synthesis-to-finish area growth as 77.29%.
- The run puts the area of combinational cells with multiple inputs at between 400 and 500 um2.
- Sequential cells placed in the final layout were counted as 0.
- Summing all non-filler instances in the final layout gives an area of roughly 700 um2.
- The run gives the proportion of layout cells with a drive suffix above 1 as 0.3857.
- The run puts the sequential cell area at 0 um2.
- In the final layout, the clock buffer count is 0.

Floorplan:
- The run gives the floorplan row count as 21.
- The region available for standard cell placement spans between 3000 and 4000 um2.
- The run gives the effective utilization at floorplan as 0.1161.
- The run gives the die outline height as ~80 um.
- The run gives the total die size as 6400 um2.
- During I/O placement, the number of pins put on the boundary was 13.
- Measured along the x axis, the die boundary spans 80 um.

Synth:
- The run puts the tally of unique sky130hd cells used after synthesis at 24.
- The share of the Yosys chip area taken by registers is 0.
- The run puts the average size of a mapped cell at ~8.4 um2.
- The share of synthesized area in the top cell type comes to 0.3155.
- Of the total synthesized cell area, the portion taken by XOR and XNOR cells is 0.06625.
- The chip area line in the Yosys stat output reads 396.6 um2.
- The run gives the cell type with the largest total area as sky130_fd_sc_hd__ha_1.
- Yosys shows that the main logic family after synthesis is adder cells.
- Of the total synthesized cell area, the portion taken by AND, OR, NAND and NOR gates is 0.2145.
- The run gives the cell area after synthesis as roughly 400 um2.
- The most frequently used library cell after synthesis is sky130_fd_sc_hd__ha_1.
- The warning tally printed by Yosys for this design is 2.
- After synthesis, the design contains 47 cells according to Yosys.
- The run puts the mux cell area share after synthesis at 0.
- The run gives the gate count after technology mapping as about 47.
- In the post-synthesis netlist, the biggest area contributors are sky130_fd_sc_hd__ha_1, sky130_fd_sc_hd__fa_1, sky130_fd_sc_hd__nor4_1.
- The run puts the fraction of the mapped netlist area in adder cells at 0.4164.
- For reference, the top cells by count after synthesis are sky130_fd_sc_hd__ha_1, sky130_fd_sc_hd__inv_1, sky130_fd_sc_hd__nor4_1.
- Of the total synthesized cell area, the portion taken by AND-OR and OR-AND cells is 0.2177.

STA:
- At the pin with the least slew margin, the transition time is 0.2217 ns.
- The run puts the worst-case setup margin in the final layout at 0.1053 ns.
- The max-slew check reports its worst relative slack as 0.8516.
- The run gives the final period demand of the worst path as 2.995 ns.
- The run gives the final-layout setup total negative slack as 0 ns.
- The final hold violation count recorded for this run is 0.
- For reference, the final report shows the max-slew violation count at 0.
- Based on the critical path, the design can be clocked at up to 0.3339 GHz.
- Setup repair after global routing left no endpoint under its margin.
- The run gives the part of the cycle the worst path needs as 0.9660.
- From the final report, the count of setup violators was given as 0.

Global route:
- The run gives the largest net degree at the start of global routing as 8.
- Total global-route track usage over all layers is 0.03335.
- The run gives the global-route wire length before repair as 1814 um.
- The run puts the number of antenna violations at the first check in global routing at 0.
- The run gives the via count of the first global-routing pass as between 400 and 500.
- Recorded from the global router log, the overflow total was 0.

Place:
- RePlAce ended its routability-driven mode at a weighted congestion of between 0.7 and 0.8.
- Prior to clock tree synthesis, the placed netlist has a worst setup slack of -0.3913 ns.
- The placement report lists the number of port buffers as 13.
- The run gives the HPWL after detailed placement as 924.1 um.
- The run gives the cell area after placement as approximately 660 um2.

Detailed routing:
- The run gives the length of routed wiring on met1 as around 550 um.
- The run puts the count of vias placed by the detailed router at roughly 410.
- The run gives the remaining antenna violation count as 0.
- After detailed routing, the met3 layer carries roughly 47 um of wire.
- The run puts the number of antenna diodes at 0.
- The run puts the number of violations reported at the end of detailed-routing iteration 0 at 7.
- Before antenna repair, the detailed router went through 4 iterations.
- In the final routed layout, each cell accounts on average for between 9 and 10 um.
- The run puts the total wirelength of the detailed-routed design at 1094 um.
- The run gives the number of DRC violations after detailed routing as 0.
- The run gives the detailed route wirelength on metal2 as slightly below 500 um.
- The detailed router used layers up to and including met3.
- The run puts the post-detailed-route via-to-cell ratio at roughly 3.6.

Critical path:
- STA classifies the critical path startpoint as an input port.
- Per the STA report, the cell with the highest stage delay on the worst path is sky130_fd_sc_hd__clkdlybuf4s50_1.
- The run puts the critical path buffer and inverter count at 2.
- On the critical path the largest part of the delay comes from buffers and inverters.
- The worst setup path is of the in -> out kind.
- The timing report shows the most common cell along the critical path to be sky130_fd_sc_hd__clkdlybuf4s50_1.
- The run gives the largest fanout on the critical path as 6.
- The run gives the total number of cells along the worst setup path as 5.
- The longest incremental delay of any stage on the critical path is reported as about 0.50 ns.
- The report lists the cells along the critical path as clkdlybuf4s50_1 -> ha_1 -> and4_2 -> nor4_2 -> clkdlybuf4s50_1.
- STA classifies the critical path endpoint as an output pin.
- On the critical path the data arrives at 2.37 ns.
- The OpenROAD report gives the critical path a required time of 2.48 ns.

Pwr:
- The run gives the overall power as 0.1118 mW.
- The power report attributes to the clock group a share of 0.
- The run puts the maximum ir drop on the vdd rail at ~0.037 mV.
- The power report attributes to the combinational group a share of 1.000.
- The run gives the switching part of the total as 0.3939.
- The run gives the total power per unit cell area as around 160 nW/um2.
- The analysis attributes to net switching a power of about 0.044 mW.
- The run gives the design internal power as between 0.06 and 0.07 mW.
- The run gives the leakage dissipation as roughly 0.31 nW.
- The share of total power dissipated in sequential elements is 0.

Worst hold path:
- The run gives the number of cells on the worst hold path as 5.
- The tightest min-delay check is of the in -> out type.

Flow run:
- Max-cap violations in this run came to 0.
- Summing over the stages, the warning tally comes to 36.

Clocking:
- The run puts the quantity of hold-fixing buffers added after cts at 0.
## cells by family after synthesis
family,Yosys count
xor+xnor,3
simple gates,13
buf+inv,8
compound gates,11
fa+ha+maj,12
## cells in the final DEF (no fill, tap or decap)
cell	count
sky130_fd_sc_hd__nor3_1	1
sky130_fd_sc_hd__a21oi_1	1
sky130_fd_sc_hd__o21a_1	2
sky130_fd_sc_hd__nand4_1	2
sky130_fd_sc_hd__and2b_4	1
sky130_fd_sc_hd__nor2_1	1
sky130_fd_sc_hd__ha_1	6
sky130_fd_sc_hd__o21ai_0	1
sky130_fd_sc_hd__xnor2_1	2
sky130_fd_sc_hd__fa_2	1
sky130_fd_sc_hd__nor4_1	2
sky130_fd_sc_hd__buf_4	12
sky130_fd_sc_hd__nor2_2	1
sky130_fd_sc_hd__o211ai_1	1
sky130_fd_sc_hd__inv_1	4
sky130_fd_sc_hd__o21bai_1	1
sky130_fd_sc_hd__ha_2	2
sky130_fd_sc_hd__fa_1	1
sky130_fd_sc_hd__inv_2	2
sky130_fd_sc_hd__and4_2	1
sky130_fd_sc_hd__o21a_4	1
sky130_fd_sc_hd__clkdlybuf4s50_1	4
sky130_fd_sc_hd__nor4_2	2
sky130_fd_sc_hd__o21ba_2	1
sky130_fd_sc_hd__and2b_2	1
sky130_fd_sc_hd__xor2_1	1
sky130_fd_sc_hd__dlymetal6s2s_1	1
sky130_fd_sc_hd__a22oi_1	1
sky130_fd_sc_hd__o31a_1	1
sky130_fd_sc_hd__ha_4	2
sky130_fd_sc_hd__o21ai_1	1
sky130_fd_sc_hd__dlygate4sd2_1	8
sky130_fd_sc_hd__nor2b_1	1
## power groups by stage
stage / Clock, mW / Combinational (mW) / Sequential, mW
CTS: 0 / 0.112 / 0
global route: 0 / 0.125 / 0
finish: 0 / 0.112 / 0
## through the flow
stage,util,hold WS (ns),std cells
final,0.2059,1.984,116
after global routing,0.2059,2.077,116
after CTS,0.2026,2.084,116
after detailed placement,0.1919,2.393,115
after global placement,0.1919,2.403,115
after floorplan,-,1.467,47
## tightest hold or removal path, cell delays in order
cell and delay [ns]:
sky130_fd_sc_hd__dlygate4sd2_1 0.22, sky130_fd_sc_hd__buf_4 0.14, sky130_fd_sc_hd__ha_1 0.15, sky130_fd_sc_hd__o31a_1 0.14
sky130_fd_sc_hd__dlymetal6s2s_1 0.09
## cell type report
type                       instances  share of cell area
tap                               46             0.08185
timing repair buffer              25              0.3025
multi-input combinational         39              0.5836
inverter                           6             0.03203
## what timing repair did
action	in CTS	in global routing
endpoints found under the setup margin	6	2
gates resized	19	3
buffers inserted	1	0
pin swaps	5	4
## per-layer routing
metal | up-vias | track usage
met2 | 7 | 0.05618
li1 | 214 | -
met4 | 0 | 0
met1 | 191 | 0.04588
met5 | - | 0
met3 | 0 | 0.005682
## final timing paths
check | from | slack, ns | end
setup / recovery | N[3] | 0.11 | Y[0]
hold / removal | GND | 1.98 | Cout
Power and IR drop assume default switching activity.
